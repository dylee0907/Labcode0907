==> /design/flow/config.mk <==
export PLATFORM = sky130hd
export DESIGN_NAME = divider
export DESIGN_NICKNAME = divider
export VERILOG_FILES = /design/flow/design.v
export SDC_FILE = /design/flow/constraint.sdc
export NUM_CORES = 4
export LEC_CHECK = 1
export CORE_AREA = 10 10 70 70
export DIE_AREA = 0 0 80 80
export SYNTH_HDL_FRONTEND = slang
==> /design/flow/constraint.sdc <==
current_design divider

set clk_period 3.0
set clk_io_pct 0.2

create_clock -name clk0 -period $clk_period

set non_clock_inputs [all_inputs -no_clocks]
set_input_delay [expr $clk_period * $clk_io_pct] -clock clk0 $non_clock_inputs
set_output_delay [expr $clk_period * $clk_io_pct] -clock clk0 [all_outputs]
==> /design/flow/design.v <==
module divider (div1_in, div1_ten, div1_1);
	input [5:0] div1_in;
	output [3:0] div1_ten;
	output [3:0] div1_1;
	reg [3:0] div1_ten;
	reg [3:0] div1_1;
always @(div1_in)
	if (div1_in < 10) begin
		div1_ten <= 0; div1_1 <= div1_in;
	end
	else if (div1_in >= 10 && div1_in < 20) begin
		div1_ten <= 1; div1_1 <= div1_in - 10;
	end
	else if (div1_in >= 20 && div1_in < 30) begin
		div1_ten <= 2; div1_1 <= div1_in - 20;
	end
	else if (div1_in >= 30 && div1_in < 40) begin
		div1_ten <= 3; div1_1 <= div1_in - 30;
	end
	else if (div1_in >= 40 && div1_in < 50) begin
		div1_ten <= 4; div1_1 <= div1_in - 40;
	end
	else if (div1_in >= 50 && div1_in < 60) begin
		div1_ten <= 5; div1_1 <= div1_in - 50;
	end
	else begin
		div1_ten <= 0;
		div1_1 <= 0;
	end
endmodule
==> /design/flow/run.sh <==
#!/bin/bash
# OpenROAD 26Q1-2900-gdf79404cd8, Yosys 0.63+post, stock flow scripts
make -C /OpenROAD-flow-scripts/flow DESIGN_CONFIG=/design/flow/config.mk WORK_HOME=/design/flow/orfs finish
==> results.sh <==
# physical design summary
export IMPL_grt_max_degree=10
export IMPL_syn_area_sq_um=467
export IMPL_die_h_um=80
export IMPL_tool_warnings=37
export IMPL_final_cells=149
export IMPL_fin_crit_sh_pct=98.1
export IMPL_crit_path_frequent_cell="buf_4"
export IMPL_flop_area_sq_um=0
export IMPL_startpoint_type="input pin"
export IMPL_finalHoldViolations=0
export IMPL_yosys_warnings=0
export IMPL_cpMaxStageDelayCell="clkdlybuf4s50_1"
export IMPL_tns_ns=0
export IMPL_place_ws_ns=-0.467
export IMPL_nClkBuffers=0
export IMPL_final_antenna_net_count=0
export IMPL_initCoreUtil_pct=13.7
export IMPL_drive_gt1_share_pct=53.4
export IMPL_core_sq_um=3420
export IMPL_status="complete, no violations"
export IMPL_io_pins=14
export IMPL_power_density_nw_per_um2=139
export IMPL_ys_sh_adder_pct=18.8
export IMPL_top_cell_area_share_pct=18.8
export IMPL_drv_slew=0
export IMPL_ir_worst_vdd_mv=0.0364
export IMPL_wl_per_cell_um=10.6
export IMPL_min_path_type="in2out"
export IMPL_worst_ep_required_time_ns=2.40
export IMPL_holdWs_ns=1.75
export IMPL_ys_sh_aoi_pct=39.4
export IMPL_xor_share_pct=3.75
export IMPL_worstPathArrival_ns=2.34
export IMPL_p_total_mw=0.128
export IMPL_dpl_cell_area_sq_um=807
export IMPL_worst_slack_ns=0.0574
export IMPL_grt_first_pass_wirelength_um=2640
export IMPL_place_congestion=0.933
export IMPL_netlist_instances=61
export IMPL_drt_iter0_drc=13
export IMPL_num_antenna_cells=0
export IMPL_vias_per_cell=4.02
export IMPL_crit_fanout=3
export IMPL_overflow=0
export IMPL_num_rows=21
export IMPL_ys_top_cells_by_count="ha_1 (7), inv_1 (6), a21oi_1 (5)"
export IMPL_syn_area_per_cell_sq_um=7.65
export IMPL_cap_violations=0
export IMPL_slowest_delay_ns=0.39
export IMPL_antenna_found_initial=0
export IMPL_dp_cells=141
export IMPL_die_w_um=80
export IMPL_simple_gate_share_pct=24.9
export IMPL_path_delay_family="buffers and inverters"
export IMPL_setup_viol=0
export IMPL_dp_hpwl_um=1250
export IMPL_synthTopLogicFamily="AND-OR/OR-AND gates"
export IMPL_drc=0
export IMPL_leakage_nw=0.413
export IMPL_cp_cell_sequence="buf_2, buf_4, ha_1, and3b_2, a211oi_4, buf_6, a31oi_2, buf_4, clkdlybuf4s50_1"
export IMPL_finalWirelength_um=1570
export IMPL_grt_pass1_vias=610
export IMPL_yosys_area_top_type="ha_1"
export IMPL_yosysChipArea_sq_um=467
export IMPL_ys_seq_share_pct=0
export IMPL_vias=599
export IMPL_top_cells_by_area="ha_1 (19%), a21oi_1 (5.4%), buf_6 (4.8%), inv_1 (4.8%), a2111oi_2 (3.2%)"
export IMPL_critical_path_class="in2out"
export IMPL_endpoint_kind="output port"
export IMPL_path_buffers=5
export IMPL_final_area_sq_um=923
export IMPL_synth_distinct_cells=37
export IMPL_n_fill_cell=358
export IMPL_fmax_ghz=0.340
export IMPL_first_pass_iters=4
export IMPL_grtUsageTotal_pct=4.83
export IMPL_hold_buffers=0
export IMPL_flops=0
export IMPL_layout_min_cycle_time_ns=2.94
export IMPL_die_area_sq_um=6400
export IMPL_syn2layout_area_growth_pct=97.9
export IMPL_numPortBuffers=13
export IMPL_ys_cells=61
export IMPL_synth_area_mux_share_pct=0
export IMPL_yosys_cell_count_top_type="ha_1"
export IMPL_fin_util_pct=27.0
-- cells by family after synthesis --
group	Yosys count
simple gates	18
buf+inv	10
other cells	1
xor+xnor	2
fa+ha+maj	7
compound gates	23
-- placed cells by master, fill, tap and decap left out, types with 2 or more instances in the layout --
cell | Yosys | layout
a21oi_1 | 5 | 5
buf_2 | 1 | 2
buf_4 | 1 | 31
buf_6 | 2 | 3
clkdlybuf4s50_1 | 0 | 4
dlygate4sd2_1 | 0 | 5
ha_1 | 7 | 4
ha_4 | 0 | 2
inv_1 | 6 | 2
inv_2 | 0 | 3
nand2_1 | 3 | 3
nor2_1 | 4 | 4
o21ai_1 | 2 | 2
-- per-layer routing --
layer | share of wire [%] | routed length [um] | GRT usage (%)
met1 | 48 | 762 | 6.33
met2 | 47 | 737 | 8.35
met3 | 4.7 | 74 | 1.02
met4 | 0 | 0 | 0
met5 | 0 | 0 | 0
-- layout make-up --
class	count	area, sq um	share of cell area [%]
tap	46	57.6	6.23
inverter	6	25.0	2.71
multi-input combinational	51	475	51.5
timing repair buffer	46	365	39.6
-- path summary, 6_finish.rpt --
| path | start | to | slack (ns) | cells after the start |
|---|---|---|---|---|
| setup / recovery | div1_in[1] | div1_ten[0] | 0.06 | 9 |
| hold / removal | div1_in[2] | div1_1[2] | 1.75 | 4 |
-- where the power goes --
group	internal (mW)	switching, mW
clock network	0	0
logic	0.0750	0.0535
registers	0	0
total	0.0750	0.0535
-- timing repair --
item	in CTS	in global routing
setup endpoints to repair	7	4
pin swaps	7	2
gates resized	30	10
endpoints found under the hold margin	0	0
setup buffers	5	3
Power figures rest on the tool's default switching activity, not on a simulated workload.
