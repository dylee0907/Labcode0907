$ cat run.sh
#!/bin/bash
# OpenROAD 26Q1-2900-gdf79404cd8, Yosys 0.63+post, stock flow scripts
make -C /OpenROAD-flow-scripts/flow DESIGN_CONFIG=/design/flow/config.mk WORK_HOME=/design/flow/orfs finish
$ cat config.mk
export PLATFORM = sky130hd
export DESIGN_NAME = time_blk
export DESIGN_NICKNAME = time_blk
export VERILOG_FILES = /design/flow/design.v
export SDC_FILE = /design/flow/constraint.sdc
export NUM_CORES = 4
export LEC_CHECK = 1
export CORE_UTILIZATION = 30
export SYNTH_HDL_FRONTEND = slang
$ cat constraint.sdc
current_design time_blk

set clk_period 5.6
set clk_io_pct 0.2

create_clock -name clk0 -period $clk_period [get_ports {clk1}]
create_clock -name clk1 -period $clk_period [get_ports {clk2}]

set non_clock_inputs [all_inputs -no_clocks]
set_input_delay [expr $clk_period * $clk_io_pct] -clock clk0 $non_clock_inputs
set_output_delay [expr $clk_period * $clk_io_pct] -clock clk0 [all_outputs]
$ cat design.v
module time_blk (clk1, clk2, mode, increment, decrement, hour, min, sec, rst, stp, stpw, hold, timer, hold1, USA, ENG, CHA, CAL);
	input clk1, clk2;
	input increment, decrement;
	input rst;
	input stp;
	input stpw;
	input hold, hold1;
	input timer;
	input USA, ENG, CHA, CAL;
	input [1:0] mode;
	output [4:0] hour;
	output [5:0] min;
	output [5:0] sec;
	reg decision;
	reg [4:0] hour;
	reg [5:0] min;
	reg [5:0] sec;
	reg inc_hur;
	reg inc_min;
	reg inc_sec;
	reg dec_hur;
	reg dec_min;
	reg dec_sec;
	reg [19:0] v_secc;
	reg [4:0] v_hur;
	reg [5:0] v_min;
	reg [5:0] v_sec;
	reg [19:0] v1_secc;
	reg [4:0] v1_hur;
	reg [5:0] v1_min;
	reg [5:0] v1_sec;
always @(increment or decrement or mode)
begin : set_gen
	if (increment)
		begin
			if (mode == 2'b01)
				inc_hur <= 1'b1; 
			else if (mode == 2'b10)
				inc_min <= 1'b1; 
			else if (mode ==2'b11)
				inc_sec <= 1'b1; 
			else
				begin
					inc_hur <= 0;
					inc_min <= 0;
					inc_sec <= 0;
				end
		end
	else
		begin
			inc_hur <= 0;
			inc_min <= 0;
			inc_sec <= 0;
		end
	if (decrement)
		begin
			if (mode == 2'b01)
				dec_hur <= 1'b1; 
			else if (mode == 2'b10)
				dec_min <= 1'b1; 
			else if (mode == 2'b11)
				dec_sec <= 1'b1; 
			else
				begin
					dec_hur <= 0;
					dec_min <= 0;
					dec_sec <= 0;
				end
		end
	else
		begin
			dec_hur <= 0;
			dec_min <= 0;
			dec_sec <= 0;
		end
end
always @(posedge clk2)
begin : time_gen
	if (stpw) begin
	 if (~hold)
		v1_secc <= v1_secc + 1;
	 else if (hold) 
	   v1_secc<=v1_secc;
		if (v1_secc == 20'd999999) begin  
			v1_sec <= v1_sec + 1;
			if (v1_sec == 6'd59) begin
				v1_min <= v1_min + 1;
				v1_sec <= 6'd0;
			end
			if (v1_min == 6'd59) begin
				v1_hur <= v1_hur + 1;
				v1_min <= 6'd0;
			end
			if (v1_hur == 5'd23)
				v1_hur <= 5'd0;	
			v1_secc <= 20'd0;
		end
	end
	else if (~(stpw && hold)) begin
	 v1_sec<=0;
	 v1_min<=0;
	 v1_hur<=0;
	end
	end
always @(posedge clk1)
begin : stop_watch 
	if (~stp) begin 
		v_secc <= v_secc + 1;
		if (v_secc == 20'd999999) begin  
			v_sec <= v_sec + 1;
			if (v_sec == 6'd59) begin 
				v_min <= v_min + 1;
				v_sec <= 6'd0;
			end 
			if (v_min == 6'd59) begin 
				v_hur <= v_hur + 1;
				v_min <= 6'd0;
			end 
			if (v_hur == 5'd23)
				v_hur <= 5'd0;	
			if	(rst==0) begin 
				v_hur<=0;
				v_min<=0;
				v_sec<=0;
			end 
			v_secc <= 20'd0;
		end 
	end 
	if (stp) begin 
	if (increment) begin 
		if (inc_sec) begin 
			if (v_sec==6'd59)begin 
				v_sec <= 6'd0;
				v_min <= v_min + 1;
			end 
		   else
				v_sec <= v_sec +1;
		end 
		if (inc_min) begin 
			if (v_min == 6'd59)begin 
				v_min <= 6'd0;
				v_hur <= v_hur + 1;
			end 
			else
				v_min <= v_min + 1;
		end 
		if (inc_hur) begin 
			if (v_hur == 5'd23)
				v_hur <= 5'd0;
			else
				v_hur <= v_hur + 1;
		end 
	end 
	if (decrement)begin 
		if (dec_sec)begin 
			if (v_sec==0)
				v_sec <= 0;
			else
				v_sec <= v_sec-1;
		end 
		if (dec_min) begin 
			if (v_min==0)
				v_min<=0;
			else
				v_min<=v_min-1;
		end 
		if (dec_hur) begin 
			if (v_hur==0)
				v_hur<=0;
			else
				v_hur<=v_hur-1;
		end 
	end 
	end 
	if (USA) begin
		if(~stpw) begin 
		hour <= v_hur+11;
		min <= v_min;
		sec <= v_sec;
		end 
		if(stpw) begin 
		hour <= v1_hur;
		min <= v1_min;
		sec <= v1_sec;
		end 
	end
	else if (CHA) begin
		if(~stpw) begin 
		hour <= v_hur+23;
		min <= v_min;
		sec <= v_sec;
		end 
		if(stpw) begin 
		hour <= v1_hur;
		min <= v1_min;
		sec <= v1_sec;
		end 
	end
	else if (ENG) begin
		if(~stpw) begin 
		hour <= v_hur+16;
		min <= v_min;
		sec <= v_sec;
		end 
		if(stpw) begin 
		hour <= v1_hur;
		min <= v1_min;
		sec <= v1_sec;
		end 
	end
	else if (CAL)begin
		if(~stpw) begin 
		hour <= v_hur+8;
		min <= v_min;
		sec <= v_sec;
		end 
		if(stpw) begin 
		hour <= v1_hur;
		min <= v1_min;
		sec <= v1_sec;
		end 
	end
	else
	begin
		if(~stpw) begin 
		hour <= v_hur;
		min <= v_min;
		sec <= v_sec;
		end 
		if(stpw) begin 
		hour <= v1_hur;
		min <= v1_min;
		sec <= v1_sec;
		end 
	end
		end 
endmodule
==> run notes <==
run results: result of the run=completed, slowest cell on the critical path=and3_1, GRT overflow=0, Post-CTS Hold Fix Bufs=0, vias in the first global route=4,183, register pins left without a clock=6, largest net degree at the start of global routing=37, Reg clk slew, reported paths=0.07 ns, Ports=33, RSZ-0062 raised after global routing=no, ANT nets after route=0, worst-path fanout max=29, number of enable flip-flop cells=57, CP Data Required Time=5.81 ns, Registers, synthesis=97, peak supply drop=0.000359 V, YS warnings=0, die area=19,500 um^2, relative slew slack=51.8%, HP Class=flop to flop, vias per cell=5.18, Cell area leaders=edfxtp_1 (30%), dfxtp_1 (12%), nand2_1 (5.0%), xnor2_1 (4.9%), nor2_1 (3.7%), syn_area_per_cell=9.09 um^2, Die H=140 um, Final Hold Slack=0.498 ns, Setup TNS=0 ns, pwr/cell area=332 nW/um^2, most frequent cell after synthesis=nand2_1, routed wire length=12,400 um, # setup viols final=0, area share, top type=30.1%, IO Port Bufs=29, Via Count=4,532, yosys synthesis chip area=5680 um^2, Syn Inst Count=625, Starting Density=31.1%, Psw=0.677 mW, fin cells=875, Setup CP Type=primary input to flop, Comb pwr share=24.6%, Initial DRT Pass Iterations=4, CTS tree=built, Sw Ratio=31.4%, post-synth design cell area=5680 um^2, Internal Power=1.48 mW, Max stage delay on crit path=0.49 ns, Most Frequent Cell on Critical Path=buf_4, Yosys cell types=68, RePlAce Congestion=0.830, clock power share=30.5%, FFs w/ async S/R, synth=0%, Initial DRC Count=341, Max Cap Violations=0, # fillers=1,852, # Cells Yosys=625, Leak=2.31 nW, # diodes=0, Post-CTS Setup Inserts=0, initial antenna violation count=0, Tool Warnings=35, first-pass GRT wire length=21,000 um, GR Util All Layers=13.7%, top cells by count=nand2_1 (76), edfxtp_1 (57), nor2_1 (56), nand3_1 (40), dfxtp_1 (34), dpl hpwl=8530 um, core area=18,300 um^2, Worst-Margin Slew=0.717 ns, Fin. Hold Viols=0, WL per Instance=14.2 um, CP Launch Type=primary input, sequential share of power=44.9%, Post-Place Cells=859, Final Max-Slew Violation Tally=0, main flop type=edfxtp_1, drc violations=0, Final Skew=0.00781 ns, Row Count=49, share of layout cells above drive strength 1=6.35%, Yosys top cell by area=edfxtp_1, CP Cell Sequence=clkdlybuf4s50_1 > buf_4 > inv_1 > buf_4 > and3_1 > nand3_1 > xnor2_1 > a32o_1, endpoints left unconstrained=6, cts repair resizes=0, Worst EP arrival=3.24 ns, Die X-Extent=140 um, area grow syn2layout=14.3%, Final Power=2.15 mW, CP Capture Type=flop
==> cell usage in the layout (no fill, tap or decap), types with 19 or more instances in the layout <==
| cell | Yosys | layout |
|---|---|---|
| a21oi_1 | 27 | 27 |
| nor2_1 | 56 | 56 |
| inv_1 | 19 | 19 |
| xor2_1 | 21 | 21 |
| clkdlybuf4s50_1 | 0 | 29 |
| xnor2_1 | 32 | 32 |
| nand3_1 | 40 | 40 |
| edfxtp_1 | 57 | 57 |
| o21ai_0 | 24 | 24 |
| nand2_1 | 76 | 76 |
| dfxtp_1 | 34 | 34 |
==> logic make-up (layout without fill, tap and decap cells) <==
logic type	count (synthesis)	in the layout	share of synthesized area [%]
AND-OR/OR-AND	130	130	14.8
latches	6	6	1.59
adder cells (fa/ha/maj)	16	16	3.52
XOR/XNOR	53	53	8.17
flip-flops	91	91	42.1
buffers and inverters	47	68	3.28
multiplexers	12	12	2.29
AND/OR/NAND/NOR	270	270	24.3
==> critical path, delay by kind of cell <==
kind | cells | cell delay (ns)
compound gates | 1 | 0.22
xor+xnor | 1 | 0.15
buf+inv | 4 | 1.09
simple gates | 2 | 0.64
==> path summary, 6_finish.rpt <==
| path | cells past startpoint | to | start | slack (ns) |
|---|---|---|---|---|
| max | 8 | v_min[2]$_DFF_P_ | stp | 2.56 |
| min | 2 | hour[1]$_DFF_P_ | v1_hur[1]$_SDFFCE_PP0P_ | 0.50 |
| max reg2reg | 6 | v_min[5]$_DFF_P_ | v_secc[11]$_SDFFCE_PN0N_ | 2.76 |
| min reg2reg | 2 | hour[1]$_DFF_P_ | v1_hur[1]$_SDFFCE_PP0P_ | 0.50 |
| max in group clk1 | 6 | v1_hur[2]$_SDFFCE_PP0P_ | v1_secc[10]$_SDFFCE_PP0P_ | 2.92 |
| min in group clk1 | 1 | v1_secc[0]$_SDFFCE_PP0P_ | v1_secc[0]$_SDFFCE_PP0P_ | 0.59 |
==> power groups by stage <==
stage / clock network (mW) / registers (mW) / logic, mW
CTS: 0.683 / 0.968 / 0.534
global route: 0.706 / 0.991 / 0.602
finish: 0.657 / 0.968 / 0.529
==> metal layers <==
layer	up-vias	wire, um	part of all wire, %	GRT usage, %
met1	2109	6130	49	21.8
met3	14	578	4.6	2.56
met5	-	0	0	0
met4	0	223	1.8	2.31
li1	2312	-	-	-
met2	97	5510	44	20.1
==> sequential cells by signal (all words and copies together), names as in the netlist <==
name	cells
hour	5
v1_hur	5
dec_sec	1
dec_min	1
v_secc	20
inc_sec	1
v_sec	6
inc_hur	1
v1_min	6
v1_secc	20
v1_sec	6
sec	6
v_min	6
dec_hur	1
v_hur	5
min	6
inc_min	1
==> layout make-up <==
type                            instances  area (um^2)  area share, %
Tap cell                              229          287           4.41
Clock inverter                          5         67.6           1.04
Inverter                               19         71.3           1.10
Clock buffer                           11          254           3.91
Timing Repair Buffer                   33          320           4.93
Sequential cell                        97         2480           38.2
Multi-Input combinational cell        481         3010           46.4
==> per-stage QoR <==
stage          cell area, um^2  util [%]  setup WS, ns
4_1_cts                   6490      35.5          2.57
3_3_place_gp              6170      33.8          2.27
3_5_place_dp              6170      33.8          2.25
6_report                  6490      35.5          2.56
2_1_floorplan             5680         -          2.47
5_1_grt                   6490      35.5          2.39
No activity file was given, so power comes from the tool's default toggle rates.
